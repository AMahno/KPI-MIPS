--- ./run.sh ---
#!/bin/bash
# OpenROAD 26Q1-2900-gdf79404cd8, Yosys 0.63+post, stock flow scripts
make -C /OpenROAD-flow-scripts/flow DESIGN_CONFIG=/design/flow/config.mk WORK_HOME=/design/flow/orfs finish
--- ./config.mk ---
export PLATFORM = sky130hd
export DESIGN_NAME = regFile
export DESIGN_NICKNAME = regFile
export VERILOG_FILES = /design/flow/design.v
export SDC_FILE = /design/flow/constraint.sdc
export NUM_CORES = 4
export LEC_CHECK = 1
export CORE_UTILIZATION = 50
--- ./constraint.sdc ---
current_design regFile

set clk_period 7.4
set clk_io_pct 0.2

create_clock -name clk0 -period $clk_period [get_ports {i_clk}]

set non_clock_inputs [all_inputs -no_clocks]
set_input_delay [expr $clk_period * $clk_io_pct] -clock clk0 $non_clock_inputs
set_output_delay [expr $clk_period * $clk_io_pct] -clock clk0 [all_outputs]
--- ./design.v ---
module regFile(i_clk, 
               i_raddr1, 
               i_raddr2, 
               i_waddr, 
               i_wdata, 
               i_we,
               o_rdata1,
               o_rdata2 
               );
	input           i_clk, i_we;
	input   [4:0]   i_raddr1, i_raddr2, i_waddr;
	input   [31:0]  i_wdata;           
	output [31:0]  o_rdata1, o_rdata2;
	reg [31:0] regs[31:0];
	always @(posedge i_clk) begin
		if(i_we)
			regs[i_waddr] <= i_wdata;
	end
	assign o_rdata1 = i_raddr1 == 0 ? 0 : regs[i_raddr1];
	assign o_rdata2 = i_raddr2 == 0 ? 0 : regs[i_raddr2];
endmodule
==> reports/qor.rpt <==
========================================================================================
Status                                                                      finished, final reports clean
Maximum number of pins on one net before global-route repair                          97
End point of the worst hold path                                            regs[23][27]
Chip Width                                                                        308 µm
Placed standard-cell area                                                      50300 µm²
First-iteration detailed-routing DRC count                                          1985
Power per standard cell area                                                  249 nW/µm²
Number of iterations in the first detailed-routing pass                                7
Setup TNS                                                                           0 ns
Leak pwr                                                                       0.0175 µW
Area added between synthesis and finish                                            15.2%
Achievable clock frequency                                                       148 MHz
Worst path cell trace                                                       clkdlybuf4s50_1, nor2b_4, buf_4, buf_4, a2111oi_0, nor3_1, clkdlybuf4s50_1
RSZ-0062 raised after global routing                                                  no
Setup Crit Path Kind                                                           in -> out
# rows                                                                               112
Largest register by flop count                                                      regs
Count of warnings emitted by yosys                                                     1
Top cells, area                                                             sky130_fd_sc_hd__edfxtp_1 (65%), sky130_fd_sc_hd__mux4_2 (20%), sky130_fd_sc_hd__mux2i_1 (3.9%)
Fin. max-slew vios                                                                     0
Mean cell area of the mapped netlist                                            19.6 µm²
Detailed placer's ending HPWL                                                    91.0 mm
Required time of the critical path                                               5.92 ns
Maximum root-to-sink buffer count                                                      3
# Max-Cap Violations                                                                   0
Most frequent standard cell in the layout excluding fill and tap cells      sky130_fd_sc_hd__edfxtp_1
Height of the die                                                                 308 µm
Stage delay of the slowest cell on the critical path                             0.91 ns
Number of standard cells after synthesis                                            2400
Post-route cell area                                                           54100 µm²
Seq/Total Area, Yosys                                                              65.5%
Final Hold Vio Count                                                                   0
Core Region                                                                    93200 µm²
Count of flip-flops with a built-in enable after synthesis                          1024
FF+latch count, synth                                                               1024
Startpoint of the lowest-slack hold path                                     i_wdata[27]
Initial antenna violation count                                                        4
Top cells excl fill/tap                                                     sky130_fd_sc_hd__edfxtp_1 (1024), sky130_fd_sc_hd__mux4_2 (425), sky130_fd_sc_hd__mux2i_1 (183), sky130_fd_sc_hd__buf_4 (131), sky130_fd_sc_hd__clkbuf_16 (111)
Number of clock buffers inserted by TritonCTS                                        108
Starting density of the core                                                       50.4%
Area share, top type                                                               65.5%
Detail-routed via count per cell                                                    6.86
Post-CTS setup buffers                                                                 0
Cell resize tally after clock tree synthesis                                           0
Distinct cells, synth                                                                 40
Number of DRC violations after detailed routing                                        0
CP Launch Type                                                                input port
Cell type with the largest total area after synthesis                       sky130_fd_sc_hd__edfxtp_1
Cell Area, Synth                                                               47000 µm²
Worst-path fanout max                                                                 17
Count of vias placed by the detailed router                                        26.9k
Peak supply drop                                                                0.192 mV
Summed standard-cell area reported by yosys                                    47000 µm²
Clock tree from TritonCTS                                                          built
Hold Path Cell Cnt                                                                     2
Filler cell count in the final layout                                               6648
Kind of path behind the tightest hold check                                    in -> reg
Largest delay share family, worst path                                      buffers and inverters
Bufs and invs on worst path                                                            4
Min Tclk post-route                                                              6.74 ns
Residual antenna-violating net count after detailed routing                            0
Max FFs per register                                                                1024
Tally of buffers added on design ports                                               112
Commonest register cell after synthesis                                     sky130_fd_sc_hd__edfxtp_1
Die area                                                                       95200 µm²
Cell chosen for the clock root                                              sky130_fd_sc_hd__clkbuf_16
Largest regs                                                                 regs (1024)
Final setup violation count                                                            0
Post-Route WL                                                                     150 mm
H-tree depth                                                                           3
Fraction of layout instances using a drive strength above 1                        30.0%
Wire length of the first global-routing pass                                      212 mm
Worst EP arrival                                                                 5.26 ns
Cell with the largest stage delay on the worst path                         sky130_fd_sc_hd__nor3_1
Post-DR wirelength/cell                                                          38.3 µm
Yosys Instances                                                                     2400
Clock transition at the registers of the reported paths                          0.05 ns
Count of clock tree sinks                                                           1024
GRT Total Usage                                                                    36.3%
RePlAce Congestion                                                                 0.942
Vias in the first global route                                                     30.2k
Total gr overflow                                                                      0
Number of hold buffers added after CTS                                                 0
Portion of the clock cycle consumed by the worst path in the final layout          91.1%
Total tool warning count                                                              26
Post-synth ARST share                                                                 0%
Boundary Pins                                                                        113
Endpoint type of the worst setup path                                        output port
Slew at the pin closest to its max-slew limit                                    1.38 ns
Slew headroom                                                                      7.55%
========================================================================================
==> worst max path at each step <==
| stage | startpoint | cells after the start | to | slack [ns] |
|---|---|---|---|---|
| CTS | i_raddr2[3] | 7 | o_rdata2[2] | 0.86 |
| global route | i_raddr2[3] | 7 | o_rdata2[2] | 0.64 |
| finish | i_raddr2[3] | 7 | o_rdata2[28] | 0.66 |
==> Yosys cell counts (all sizes together) (2+ instances only) <==
cell,instances
a2111oi,31
a211o,23
a211oi,47
a21oi,46
a221oi,23
a22o,62
a32o,9
and2,13
buf,97
clkbuf,104
edfxtp,1024
inv,25
mux2,24
mux2i,183
mux4,425
nand2,65
nand2b,3
nand3,4
nand3b,7
nor2,35
nor2b,8
nor3,33
nor4,9
o221ai,31
o22ai,55
or3,2
or3b,5
==> cell type report <==
class	instances	area [µm²]	share of cell area [%]
Antenna cell	1	2.50	0.00463
Clock buffer	125	2830	5.23
Clock inverter	74	943	1.74
Inverter	25	96.3	0.178
Multi-Input combinational cell	1150	15400	28.5
Sequential cell	1024	30700	56.9
Tap cell	1254	1570	2.90
Timing Repair Buffer	261	2490	4.60
==> power breakdown <==
part | internal (µW) | leakage (µW) | switching (µW) | total [µW]
clock | 3520 | 0.00184 | 2240 | 5770
sequential | 6460 | 0.00922 | 28.2 | 6480
combinational | 509 | 0.00639 | 687 | 1200
total | 10500 | 0.0175 | 2960 | 13400
==> metrics by stage <==
step | worst slack [ns] | utilization, % | hold WS [ns] | cells | total power, µW
global placement | 0.891 | 54.0 | 2.31 | 3714 | 7770
CTS | 0.861 | 58.0 | 1.60 | 3913 | 13500
finish | 0.661 | 58.0 | 1.61 | 3914 | 13400
detailed placement | 0.867 | 54.0 | 2.32 | 3714 | 7780
global route | 0.637 | 58.0 | 1.65 | 3914 | 13800
floorplan | 2.87 | - | 1.58 | 2400 | 7220
==> routing by layer <==
metal | vias up | GRT usage, % | wire [µm]
li1 | 10800 | - | -
met1 | 13400 | 42.4 | 43800
met3 | 357 | 34.2 | 33300
met2 | 2309 | 48.4 | 66200
met5 | - | 4.29 | 532
met4 | 16 | 11.1 | 6130
==> cells by family after synthesis <==
logic type / Yosys count / share of synthesized area (%)
simple gates: 187 / 1.94
flops: 1024 / 65.5
mux: 632 / 24.9
buf+inv: 226 / 2.31
compound gates: 331 / 5.41
Power is estimated from default activity; no workload was simulated.
