<file path="./design.v">
module mux4in1(d0, d1, d2, d3, s, out);
	input [31:0] d0, d1, d2, d3;
	input [1:0] s;
	output reg [31:0] out;
	always @*
		case(s)
			2'd0: out = d0;
			2'd1: out = d1;
			2'd2: out = d2;
			2'd3: out = d3;
		endcase
endmodule
</file>
<file path="./run.sh">
#!/bin/bash
# OpenROAD 26Q1-2900-gdf79404cd8, Yosys 0.63+post, stock flow scripts
make -C /OpenROAD-flow-scripts/flow DESIGN_CONFIG=/design/flow/config.mk WORK_HOME=/design/flow/orfs finish
</file>
<file path="./config.mk">
export PLATFORM = sky130hd
export DESIGN_NAME = mux4in1
export DESIGN_NICKNAME = mux4in1
export VERILOG_FILES = /design/flow/design.v
export SDC_FILE = /design/flow/constraint.sdc
export NUM_CORES = 4
export LEC_CHECK = 1
export CORE_AREA = 10 10 84 84
export DIE_AREA = 0 0 94 94
</file>
<file path="./constraint.sdc">
current_design mux4in1

set clk_period 1.0
set clk_io_pct 0.2

create_clock -name clk0 -period $clk_period

set non_clock_inputs [all_inputs -no_clocks]
set_input_delay [expr $clk_period * $clk_io_pct] -clock clk0 $non_clock_inputs
set_output_delay [expr $clk_period * $clk_io_pct] -clock clk0 [all_outputs]
</file>
==> GITHUB_STEP_SUMMARY <==
## Implementation flow summary

| Metric | Value |
|---|---|
| Met2 GRT Util | `roughly 27%` |
| Largest net degree at the start of global routing | `11` |
| Die Y | `94 um` |
| Fmax | `~730 MHz` |
| Initial antenna violation count | `2` |
| Drc violations | `0` |
| Starting DRT DRC Count | `24` |
| Slew Limit Fails | `0` |
| Top post-synthesis cells by area | `mux4_2, buf_12, mux4_1, buf_2, buf_6` |
| CP endpoint kind | `primary output` |
| Die area | `~0.0088 mm2` |
| PwrDens | `between 300 and 400 mW/mm2` |
| WL final | `~6700 um` |
| M1 GR Usage | `17.3%` |
| Yosys chip area | `between 800 and 900 um2` |
| GP Congestion | `a little over 0.8` |
| Area grow syn2layout | `193%` |
| 1st-pass router iterations | `3` |
| Post-DR vias/cell | `approximately 4.3` |
| Core footprint | `approximately 0.0052 mm2` |
| Crit path DRT | `0.80 ns` |
| Vias in the first global route | `roughly 1500` |
| Die W | `94 um` |
| Yosys Instances | `39` |
| Final Hold Viols | `0` |
| RSZ-0062 raised after global routing | `yes` |
| GRT busiest layer | `met2` |
| Worst path arrival time | `1.16 ns` |
| GRT Resource Usage Total | `14.6%` |
| WL/cell | `roughly 24 um` |
| Register area | `0 um2` |
| Util after Layout | `roughly 46%` |
| First-pass GRT wire length | `9430 um` |
| DRT antenna net count | `0` |
| Area share, top type | `between 80 and 90%` |
| Pin slew with the least headroom to its limit | `between 0.1 and 0.15 ns` |
| Max FO, Critical Path | `5` |
| Cell taking the most area after synthesis | `mux4_2` |
| Via count | `between 1000 and 1500` |
| Hold Slack | `about 0.79 ns` |
| # clk buffers | `0` |
| Hold_buf cts | `0` |
| Share of cells above drive strength 1 | `41.8%` |
| Leak | `about 1.1 nW` |
| Cycle use final | `136%` |
| GRT overflow | `0` |
| Failing checks | `negative setup slack` |
| Critical Path Sink | `out[23]` |
| Setup ws final | `-0.361 ns` |
| Init Core Util | `between 15 and 20%` |
| Max-Cap Viols | `0` |
| Crit path from | `s[0]` |
| Routing usage on met3 | `4.28%` |
| Setup CP Type | `input pin to primary output` |
| # setup viols final | `32` |
| Worst min path class | `input pin to primary output` |
| Mean Syn Cell Area | `~21 um2` |
| Most frequent logic cell in the layout | `dlygate4sd2_1` |
| Worst vdd ir | `between 0.00015 and 0.0002 V` |
| Flop count | `0` |
| Row cnt | `26` |
| Cells after Synth | `39` |
| Mapped Area | `~810 um2` |
| Top Layout Cells | `dlygate4sd2_1, buf_2, mux4_2` |
| Yosys cell types | `5` |
| Result of the run | `finished with violations` |
| Worst setup SP type | `input pin` |
| Tool warnings | `35` |
| Hpwl dp | `5690 um` |
| Worst relative slew slack | `92.7%` |
| I/O pin cnt | `162` |
| Final worst path period need | `approximately 1.4 ns` |
| Seq/Total Area, Yosys | `0%` |
| Yosys warning total | `1` |
| IO buf count | `162` |
[synth_stat cells (all sizes together)]
master / number
buf: 7
mux4: 32
[area by class of cell]
cell class / count / area (um2)
diodes: 2 / 5.00
fillers: 525 / 2820
multi-input cells: 32 / 721
well taps: 70 / 87.6
repair buffers: 176 / 1570
[power breakdown]
part | total (W) | internal, W | switching, W
sequential | 0 | 0 | 0
combinational | 0.000898 | 0.000660 | 0.000238
clock | 0.000000000267 | 0.000000000267 | 0
total | 0.000898 | 0.000660 | 0.000238
[per-layer routing]
layer | vias to the layer above | part of all wire (%)
met1 | 589 | 36
met2 | 70 | 56
met4 | 0 | 0.31
met5 | - | 0
met3 | 2 | 7.3
li1 | 551 | -
[worst min path at each step]
| stage | from | end | slack, ns | depth (start not counted) |
|---|---|---|---|---|
| 6_report | d3[28] | out[28] | 0.79 | 3 |
| 5_1_grt | d3[28] | out[28] | 0.81 | 3 |
| 4_1_cts | d3[28] | out[28] | 0.79 | 3 |
[kinds of logic (layout without fill, tap and decap cells)]
logic type	Yosys count	after routing	synth area share, %
buffers and inverters	7	176	10.6
other	0	2	0
muxes	32	32	89.4
[worst max-delay path, stage by stage]
cell and delay [ns]:
buf_12 0.10, buf_12 0.11, buf_12 0.11, mux4_2 0.50
buf_2 0.13
[stage by stage]
step | instance area [um2] | setup WS, ns | setup TNS (ns) | std cells | power [W]
after global routing | 2380 | -0.393 | -10.81 | 279 | 0.000967
after global placement | 2480 | -0.927 | -28.58 | 267 | 0.00108
final | 2380 | -0.361 | -9.66 | 280 | 0.000898
after detailed placement | 2480 | -0.929 | -28.70 | 267 | 0.00109
after CTS | 2390 | -0.373 | -10.46 | 278 | 0.000922
after floorplan | 823 | -0.0916 | -2.75 | 39 | 0.000287
[what timing repair did]
item | 4_1_cts | 5_1_grt
endpoints found under the setup margin | 32 | 32
resized | 269 | 4
setup buffers | 6 | 1
gates cloned | 5 | 0
Power and IR drop assume default switching activity.
